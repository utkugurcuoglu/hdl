**/design/flow/run.sh**
```bash
#!/bin/bash
# OpenROAD 26Q1-2900-gdf79404cd8, Yosys 0.63+post, stock flow scripts
make -C /OpenROAD-flow-scripts/flow DESIGN_CONFIG=/design/flow/config.mk WORK_HOME=/design/flow/orfs finish
```
**/design/flow/design.v**
```verilog
module FIFO8x9(
  input clk, rst,
  input RdPtrClr, WrPtrClr, 
  input RdInc, WrInc,
  input [8:0] DataIn,
  output reg [8:0] DataOut,
  input rden, wren
	);
  reg [8:0] fifo_array[7:0];
  reg [7:0] wrptr, rdptr;
  wire [7:0] wr_cnt, rd_cnt;
  always @(posedge clk) begin
    if (rst) begin
      wrptr <= 8'b0000;
      rdptr <= 8'b0000;
    end else if (WrPtrClr) begin
      wrptr <= 8'b0000;
    end else if (WrInc && wren) begin
      wrptr <= wrptr + 1;
    end else if (RdPtrClr) begin
      rdptr <= 8'b0000;
    end else if (RdInc && rden) begin
      rdptr <= rdptr + 1;
    end
    if (wren) begin
      fifo_array[wrptr] <= DataIn;
    end
    DataOut <= (rden) ? fifo_array[rdptr] : 9'bZZZZZZZZZ;
  end
endmodule
```
**/design/flow/constraint.sdc**
```tcl
current_design FIFO8x9

set clk_period 3.9
set clk_io_pct 0.2

create_clock -name clk0 -period $clk_period [get_ports {clk}]

set non_clock_inputs [all_inputs -no_clocks]
set_input_delay [expr $clk_period * $clk_io_pct] -clock clk0 $non_clock_inputs
set_output_delay [expr $clk_period * $clk_io_pct] -clock clk0 [all_outputs]
```
**/design/flow/config.mk**
```make
export PLATFORM = sky130hd
export DESIGN_NAME = FIFO8x9
export DESIGN_NICKNAME = FIFO8x9
export VERILOG_FILES = /design/flow/design.v
export SDC_FILE = /design/flow/constraint.sdc
export NUM_CORES = 4
export LEC_CHECK = 1
export CORE_UTILIZATION = 30
```
==> results.cfg <==
; generated from flow reports
[global_routing]
grt_pass1_wl_um = 8940
grt.overflow.total = 0
grt_max_degree = 19
antenna_found_initial = 0
grt_pass1_vias = 1682
grt_use_total_pct = 11.0

[routing]
num_antenna_cells = 0
vias_per_cell = 4.65
drt_wl_total_um = 5600
ant_nets = 0
drt_iter0_markers = 52
via_count = 1586
wl_per_cell_um = 16.4
drc = 0
dr.pass1.iters = 4

[final_layout]
instances_no_fill = 341
synthToLayoutAreaGrowth_pct = 18.0
final_util_pct = 36.6
fillerInstances = 975
drive_gt1_share_pct = 13.4

[cts]
cts_setup_buffers = 0
cts_tree = built
cts_inserted_buffers = 9
post_cts_resized = 0
cts_buffer_depth = 2
postCtsHoldBufs = 0
cts.clk_slew.worst_paths_ns = 0.09
insertion_delay_ns = 0.35
h-tree-depth = 3
clock-sinks = 90
clock-root-buffer = clkbuf_8

[synth]
synth.area.top_cells = edfxtp_1 64%, mux4_1 14%, dfxtp_1 11%
synthCells = 163
ys.flop_type = edfxtp_1
synth.avg_cell_area_um2 = 20.7
yosysUniqueCellTypes = 25
synth_flops = 90
ys_seq_share_pct = 74.7
edf_count = 72
yosys_area_mm2 = 0.00338
yosys.area.top_type = edfxtp_1
ys_warn_count = 2
synth_top_area_share_pct = 64.0
async_flop_share_pct = 0
yosys_cells = 163
syn-cell-area_mm2 = 0.00338

[die]
io_pins = 26
fp_util_pct = 31.0
die_h_um = 108
die_w_um = 108
chip_area_mm2 = 0.0117
fp-row-count = 38
core_area_mm2 = 0.0109

[min_path]
hold_end = rdptr[2]
hold_path_depth = 2
hp-start = rdptr[2]
min_path_type = reg2reg

[critical_path]
cp.arrival_ns = 2.18
r2r_end = DataOut[6]
cp-end-kind = flip-flop
critPathKind = in2reg
reg2reg_depth = 2
startpoint_type = primary input
crit_fanout = 9
required_ns = 3.88
r2r_slack_ns = 2.18

[place]
hpwl_um = 3810
place_inst = 325
portBuffers = 25
globalplace.congestion = 0.762

[final_timing]
tightest_slew_ns = 0.818
setup_viol = 0
rsz0062_at_grt = no
tns_ns = 0
layout_min_cycle_time_ns = 2.21
post-route-period-util_pct = 56.5
fin_hold_ws_ns = 0.524
maxSlewViolCount = 0
slew_headroom_pct = 45.4
fmax_mhz = 453
hold_viol_final = 0
skew_ns = 0.0153

[run_status]
status = finished, final reports clean

[power]
p_leak_uw = 0.00129
powerDensity_mw_per_mm2 = 439
peakVddDrop_mv = 0.161

[flow_run]
maxCapViolations = 0
warnings = 25
[layout by cell type (no fill, tap or decap), drive strengths merged]
master and n:
a21o 1, o21ai 3, buf 3, clkbuf 13, a21oi 7, mux2i 1, nand2b 3, or4 1
inv 1, a211oi 1, clkinv 2, nor3 5, xor2 2, nand3 2, dfxtp 18, mux2 9
ha 2, a31oi 1, nand4b 1, nor2 6, clkdlybuf4s50 25, nand4 1, nand2 3, edfxtp 72
mux4 18
[layout make-up]
| cell class | instances | area, um^2 | area share [%] |
|---|---|---|---|
| clock buffer | 13 | 191 | 4.80 |
| clock inverter | 3 | 16.3 | 0.408 |
| multi-input combinational | 67 | 808 | 20.3 |
| sequential | 90 | 2520 | 63.3 |
| tap | 140 | 175 | 4.39 |
| timing repair buffer | 28 | 273 | 6.84 |
[worst max-delay path: stages]
cell and delay [ns]:
clkdlybuf4s50_1 0.56, nand2_1 0.17, nor2_1 0.66
[stage by stage]
step | cell area, um^2 | setup WS, ns | power, uW
after floorplan | 3380 | 1.97 | 1100
after global placement | 3780 | 1.40 | 1150
after detailed placement | 3780 | 1.34 | 1150
after CTS | 3990 | 1.71 | 1770
after global routing | 3990 | 1.61 | 1820
final | 3990 | 1.69 | 1750
[logic make-up after synthesis]
| family | after synthesis | synth area share, % |
|---|---|---|
| xor+xnor | 2 | 0.519 |
| fa+ha+maj | 2 | 0.741 |
| flops | 90 | 74.7 |
| mux | 28 | 17.3 |
| buf+inv | 6 | 1.41 |
| compound gates | 13 | 2.11 |
| simple gates | 22 | 3.26 |
[sequential cells by signal, indices dropped and copies added, names as in the netlist, named ones only]
| name | cells |
|---|---|
| rdptr | 3 |
| fifo_array | 72 |
| DataOut | 9 |
| wrptr | 3 |
[report_power, final]
part	switching [uW]	internal, uW	leakage (uW)
Combinational	28.4	39.1	0.000373
Sequential	5.27	1050	0.000803
Clock	303	325	0.000110
[cells in the mapped netlist, types with 2 or more instances]
cell	number
edfxtp_1	72
dfxtp_1	18
mux4_1	18
mux2_2	9
a21oi_1	7
nor2_1	6
nor3_1	5
nand2_1	3
nand2b_1	3
o21ai_0	3
buf_1	2
ha_1	2
nand3_1	2
xor2_1	2
[layer usage]
metal  wire, um  track usage, %
met5          0               0
met4         99            2.15
met3        554            5.64
met2       2530            16.0
met1       2420            15.7
[worst max path at each step]
stage,from,to,slack [ns],cells past startpoint
final,wren,fifo_array[6][4],1.69,3
after CTS,wren,fifo_array[6][4],1.71,3
after global routing,wren,fifo_array[6][4],1.61,3
Power and IR drop assume default switching activity.
