### run.sh
#!/bin/bash
# OpenROAD 26Q1-2900-gdf79404cd8, Yosys 0.63+post, stock flow scripts
make -C /OpenROAD-flow-scripts/flow DESIGN_CONFIG=/design/flow/config.mk WORK_HOME=/design/flow/orfs finish
### config.mk
export PLATFORM = sky130hd
export DESIGN_NAME = ALU
export DESIGN_NICKNAME = ALU
export VERILOG_FILES = /design/flow/design.v
export SDC_FILE = /design/flow/constraint.sdc
export NUM_CORES = 4
export LEC_CHECK = 1
export CORE_UTILIZATION = 40
### constraint.sdc
current_design ALU

set clk_period 35.0
set clk_io_pct 0.2

create_clock -name clk0 -period $clk_period

set non_clock_inputs [all_inputs -no_clocks]
set_input_delay [expr $clk_period * $clk_io_pct] -clock clk0 $non_clock_inputs
set_output_delay [expr $clk_period * $clk_io_pct] -clock clk0 [all_outputs]
### design.v
module ALU ( 
  input [2:0] Op_code,
  input [31:0] A, B,
  output reg [31:0] Y
);
always @(A or B or Op_code) begin
  case (Op_code)
    3'b000: Y = A;          
    3'b001: Y = A + B;      
    3'b010: Y = A - B;      
    3'b011: Y = A & B;      
    3'b100: Y = A | B;      
    3'b101: Y = A + 1;      
    3'b110: Y = A - 1;      
    3'b111: Y = B;          
    default: Y = 32'h00000000;     
  endcase
end
endmodule
==> Changelog: implementation <==
### Metrics

- Vias: 4433
- Post-placement setup slack: 15.34 ns
- Worst setup path category: input pin to output pin
- Initial DRC count: 279
- Layout cells sized above 1: 5.93%
- Aggregate global-route resource usage: 29.1%
- Top cell type by total area after synthesis: ha_1
- Hold Path Class: input pin to output pin
- DR pass1 iterations: 5
- Die width: 96.0 microns
- Tot Pwr: 0.0931 mW
- Antenna diode count: 0
- I/O pins: 99
- Finished Core Util: 54.7%
- Final worst path period need: 19.78 ns
- Routed WL: 13.4 mm
- GRT overflow: 0
- Pin count of the biggest net entering global routing: 42
- Syn Inst Count: 534
- WP data arrival: 12.78 ns
- Final GP Congestion: 0.988
- Count leader, synth: nand2_1
- Mean post-synth cell area: 6.62 sq um
- PwrDens: 20.3 mW/mm^2
- CTS resizes: 0
- Core area: 0.00838 sq mm
- Setup crit end kind: output pin
- Fp util: 42.2%
- Setup Buffers After CTS: 0
- Placed Area: 0.00458 sq mm
- Top area cell types: ha_1 (11%), xnor2_1 (8.2%), nand2_1 (7.8%)
- Period utilization: 56.5%
- Hold_buf cts: 0
- Global-route wire length before repair: 20.4 mm
- Max VDD drop: 0.00000965 V
- Initial antenna violation count: 0
- Worst path cell trace: clkdlybuf4s50_1 -> inv_1 -> ha_1 -> or3b_2 -> nor2_1 -> nand2_1 -> nor2_1 -> xnor2_1 -> a221oi_1 -> ha_1 -> a211oi_1 -> nor2_1 -> o41a_1 -> a221oi_1 -> a21boi_0 -> o21a_1 -> o21ai_0 -> mux2_2 -> a221oi_1 -> clkdlybuf4s50_1
- Slew at the pin with the worst max-slew slack: 0.854 ns
- Via density: 6.23
- DR DRC count: 0
- Final Worst Setup Slack: 15.22 ns
- FFs & Latches: 0
- Crit path DRT: 28.00 ns
- Total die area: 0.00921 sq mm
- Yosys warning tally: 1
- Sum Neg Setup Slack: 0 ns
- Die height: 96.0 microns
- Critical path fanouts, max: 6
- FP Rows: 33
- Max Slew Vio Count: 0
- Finished layout cell area: 0.00458 sq mm
- Vias in the first global route: 3958
- Commonest cells in the netlist: nand2_1 (73), a21oi_1 (53), o21ai_0 (42), xnor2_1 (33), ha_1 (32)
- RSZ-0062 raised after global routing: false
- DPL Wire Length: 10.0 mm
- Storage element area: 0 sq um
- Post-synthesis sequential area ratio: 0%
- Layout fillers: 830
- Slowest stage delay, CP: 0.57 ns
- Leak Pwr: 1.75 nW
- Tool warnings: 33
- Cell Area, Synth: 0.00353 sq mm
- Run status: finished clean
- Final setup violation count: 0
- Hold Fails Final Rpt: 0
- Clk_buf instances: 0
- Crit-path slowest cell: a221oi_1
- Maximum clock rate: 50.6 MHz
- YS chip area: 0.00353 sq mm
- ANT nets after route: 0
- Yosys cell types: 69
- Area leader share: 11.3%
- Rel. slew slack: 43.0%
- Yosys cell count: 534
- Crit start category: input pin
- PortBufs: 99
- Routed length per placed instance: 18.8 microns
- Layout Area Growth over Synthesis: 29.7%
- Max Cap Violations: 0
-- kinds of logic (layout without fill, tap and decap cells) --
family	Yosys count	after routing	synth area share [%]
compound gates	211	211	41.0
xor+xnor	53	53	13.1
fa+ha+maj	33	33	11.9
buf+inv	54	127	5.98
mux	9	9	2.69
simple gates	174	174	25.3
-- through the flow --
step / instances / hold slack (ns)
floorplan: 534 / 14.06
global route: 712 / 14.97
global placement: 712 / 14.94
detailed placement: 712 / 14.93
finish: 712 / 14.92
CTS: 712 / 14.93
-- critical path: cells and delay by family --
kind                       cells  cell delay, ns
AOI/OAI and AO/OA              8            2.51
adders and majority gates      2            0.55
muxes                          1            0.36
xor gates and xnor gates       1            0.08
buffers and inverters          3            1.07
and+or+nand+nor                5            1.23
-- layout make-up --
type	instances	area [sq um]	share of cell area, %
multi-input cells	480	3320	72.6
inverters	20	75.1	1.64
well taps	105	131	2.87
repair buffers	107	1050	22.9
-- metal layers --
metal | vias to the layer above | wire [microns] | track usage (%)
met5 | - | 0 | 0
met1 | 2029 | 6380 | 44.2
met2 | 217 | 5580 | 43.9
li1 | 2169 | - | -
met4 | 0 | 212 | 4.48
met3 | 18 | 1190 | 4.42
-- path summary, 6_finish.rpt --
path    end  cells past startpoint  start
min    Y[3]                      4   A[3]
max   Y[23]                     20   B[0]
-- placed cells by master, fill, tap and decap left out, types with 5 or more instances in the layout --
master and n:
o21ai_0 42, ha_1 32, mux2i_1 5, nand4_1 5, a21o_1 13, nor3_1 11
a221oi_1 31, nand2_1 73, xor2_1 20, nand2b_1 6, o21a_1 10, nor2_2 5
a22oi_1 7, clkdlybuf4s50_1 99, a21oi_1 53, nor2_1 29, xnor2_1 33, a211oi_1 5
buf_4 8, a221o_1 7, inv_1 19, or3_1 9
-- power by group --
part | internal (mW) | total (mW) | switching, mW
clock network | 0 | 0 | 0
logic | 0.0470 | 0.0931 | 0.0461
registers | 0 | 0 | 0
total | 0.0470 | 0.0931 | 0.0461
Power and IR drop assume default switching activity.
