**/design/flow/design.v**
```verilog
module RAM128x32 
#(
  parameter Data_width = 32,   
            Addr_width = 7   
  )
  (   
    input wire clk,
    input wire we,
    input wire [(Addr_width-1):0] address, 
    input wire [(Data_width-1):0] d,
    output wire [(Data_width-1):0] q
  );
    reg [Data_width-1:0] memory [0:127];  
    always @(posedge clk) begin
        if (we) begin
            memory[address] <= d;
        end
    end
    assign q = memory[address];  
endmodule
```
**/design/flow/run.sh**
```bash
#!/bin/bash
# OpenROAD 26Q1-2900-gdf79404cd8, Yosys 0.63+post, stock flow scripts
make -C /OpenROAD-flow-scripts/flow DESIGN_CONFIG=/design/flow/config.mk WORK_HOME=/design/flow/orfs finish
```
**/design/flow/config.mk**
```make
export PLATFORM = sky130hd
export DESIGN_NAME = RAM128x32
export DESIGN_NICKNAME = RAM128x32
export VERILOG_FILES = /design/flow/design.v
export SDC_FILE = /design/flow/constraint.sdc
export NUM_CORES = 4
export LEC_CHECK = 1
export CORE_UTILIZATION = 50
```
**/design/flow/constraint.sdc**
```tcl
current_design RAM128x32

set clk_period 79.8
set clk_io_pct 0.2

create_clock -name clk0 -period $clk_period [get_ports {clk}]

set non_clock_inputs [all_inputs -no_clocks]
set_input_delay [expr $clk_period * $clk_io_pct] -clock clk0 $non_clock_inputs
set_output_delay [expr $clk_period * $clk_io_pct] -clock clk0 [all_outputs]
```
==> results.json <==
{
  "yosys.cell_types.count": 75,
  "first_global_vias": 98700,
  "cts.reportedPaths.clkPinSlew_ns": 0.06,
  "arrival_ns": 22.56,
  "finalSetupTns_ns": 0,
  "dr_total_vias": 94600,
  "grt_usage_pct": 40.5,
  "hold_path_depth": 1,
  "cap_violations": 0,
  "crit_required_ns": 63.84,
  "area_delta_synth_final_pct": 13.5,
  "vias_per_cell": 6.85,
  "maxSlewViolCount": 0,
  "mostFrequentLayoutCell": "edfxtp_1",
  "ioPinCount": 73,
  "yosys_warnings": 1,
  "wl_um": 566000,
  "power_density_nw_per_um2": 25.5,
  "min_period_over_period_pct": 48.3,
  "switching_share_pct": 23.1,
  "pre_cts_ws_ns": 41.65,
  "firstDrtPassIters": 8,
  "rsz0062_at_grt": "false",
  "drc": 0,
  "routabilityCongestion": 0.978,
  "synthCells": 8922,
  "status": "complete, no violations",
  "dieHeight_um": 562,
  "cts_tree": "yes",
  "async_reset_ff_share_pct": 0,
  "die_area_sq_um": 315000,
  "fin_cells": 13800,
  "cts_buffer_depth": 4,
  "p_clk_share_pct": 41.1,
  "top_cells_by_area": "edfxtp_1, a221oi_1, a22oi_1, mux2_2, a21oi_1",
  "start_kind": "primary input",
  "cts_resized": 0,
  "largest_area_cell": "edfxtp_1",
  "leakage_nw": 54.8,
  "ys_cells": 8922,
  "synth_area_sq_um": 157000,
  "final_cell_mix": "edfxtp_1, a221oi_1, buf_4",
  "worst_slack_ns": 41.28,
  "hold_buffers": 0,
  "cts_inserted_buffers": 415,
  "synthFlopType": "edfxtp_1",
  "core_sq_um": 312000,
  "ys_ff": 4096,
  "fin_crit_ns": 38.52,
  "first_iter_violations": 7585,
  "netlist.area_leader.share_pct": 78.5,
  "antenna_left": 0,
  "edf_count": 4096,
  "initCoreUtil_pct": 50.3,
  "layout-drive-gt1-share_pct": 17.5,
  "ys_area_sq_um": 157000,
  "syn_area_per_cell_sq_um": 17.6,
  "hold_violations": 0,
  "largest_register_ffs": 4096,
  "cp_max_fo": 60,
  "dpl.hpwl_um": 334000,
  "pwr-share-seq_pct": 52.4,
  "post_cts_buffers": 0,
  "grt_start_max_net_pins": 86,
  "worst-setup-path-type": "in -> out",
  "hold_class": "in -> reg",
  "htree_levels": 5,
  "relSlewSlack_pct": 5.17,
  "largestRegisters": "memory: 4096 flops",
  "tool_warnings": 26,
  "final_util_pct": 57.0,
  "grt_pass1_wl_um": 776000,
  "dpl.cell_count": 12900,
  "rows": 205,
  "grt.overflow.total": 0,
  "irDropWorstVdd_v": 0.0000218,
  "wl_per_cell_um": 41.1,
  "yosysSeqAreaShare_pct": 78.5,
  "p_sw_w": 0.00105,
  "max_freq_mhz": 26.0,
  "portBuffers": 72,
  "worstMarginPinSlew_ns": 1.41,
  "cts_root_buffer": "clkbuf_16",
  "end_kind": "primary output",
  "top_register": "memory",
  "setup_viol": 0,
  "pwr-share-comb_pct": 6.5,
  "power.internal_w": 0.00349,
  "cts.sinks": 4096,
  "die_w_um": 562,
  "antenna_found_initial": 47
}
## critical path, cell delays in order
cell	delay, ns
buf_8	0.40
buf_4	0.56
buf_4	0.53
buf_4	0.41
buf_4	0.45
nor2b_4	0.08
buf_4	0.32
a221oi_1	0.37
o22ai_1	0.13
a221oi_1	1.07
buf_4	0.30
o2111ai_1	0.47
or4_1	0.88
clkdlybuf4s50_1	0.49
## Yosys cell counts (all sizes together) (15+ instances only)
| library cell | count |
|---|---|
| buf | 403 |
| o22ai | 170 |
| nand3 | 27 |
| nand2 | 241 |
| a21oi | 425 |
| a21o | 15 |
| a221oi | 847 |
| o21ai | 326 |
| nor3 | 43 |
| mux2i | 127 |
| clkbuf | 324 |
| edfxtp | 4096 |
| mux2 | 279 |
| a22o | 43 |
| a222oi | 44 |
| a211o | 19 |
| a221o | 64 |
| mux4 | 70 |
| nor2 | 291 |
| or2 | 16 |
| o221ai | 49 |
| a211oi | 43 |
| o22a | 31 |
| nand3b | 31 |
| a22oi | 468 |
| o211ai | 17 |
| nand2b | 22 |
| o2111ai | 17 |
| nor2b | 108 |
| o2bb2ai | 25 |
| a31oi | 21 |
## power groups by stage
stage         combinational (W)  sequential [W]  clock, W
finish                 0.000293         0.00238   0.00187
CTS                    0.000281         0.00238   0.00187
global route           0.000301         0.00238   0.00196
## per-stage QoR
stage          instance area [sq um]  power [W]  hold slack (ns)
2_1_floorplan                 157000    0.00254            16.06
3_3_place_gp                  164000    0.00270            16.21
3_5_place_dp                  164000    0.00270            16.21
4_1_cts                       177000    0.00453            15.15
5_1_grt                       178000    0.00464            15.19
6_report                      178000    0.00454            15.18
## metal layers
metal	track usage, %	vias to the layer above	part of all wire (%)
met5	11.8	-	0.67
met4	19.9	84	6.3
met2	51.6	8502	42
met3	39.3	1345	23
li1	-	38200	-
met1	43.2	46500	28
## final timing paths
| kind | end | start | slack [ns] |
|---|---|---|---|
| worst min-delay path | memory[125][8] | d[8] | 15.18 |
| worst max-delay path | q[9] | address[1] | 41.28 |
## cells by family after synthesis
logic type / synth area share, %
AND-OR/OR-AND: 12.9
multiplexers: 3.82
buffers and inverters: 2.03
flip-flops: 78.5
AND/OR/NAND/NOR: 2.74
## layout make-up
cell class	count	area [sq um]
Fill cell	22600	134000
Sequential cell	4096	123000
Multi-Input combinational cell	4092	31600
Clock buffer	515	10800
Tap cell	4140	5180
Timing Repair Buffer	587	4630
Clock inverter	236	2150
Antenna cell	123	308
Inverter	7	50.0
Power figures rest on the tool's default switching activity, not on a simulated workload.
